`flow/config.mk`:
```
export PLATFORM = sky130hd
export DESIGN_NAME = stream_fifo_useSRAM_with_count
export DESIGN_NICKNAME = stream_fifo_useSRAM_with_count
export VERILOG_FILES = /design/flow/design.v
export SDC_FILE = /design/flow/constraint.sdc
export NUM_CORES = 4
export LEC_CHECK = 1
export CORE_UTILIZATION = 40
```
`flow/constraint.sdc`:
```
current_design stream_fifo_useSRAM_with_count

set clk_period 11.2
set clk_io_pct 0.2

create_clock -name clk0 -period $clk_period [get_ports {clk}]

set non_clock_inputs [all_inputs -no_clocks]
set_input_delay [expr $clk_period * $clk_io_pct] -clock clk0 $non_clock_inputs
set_output_delay [expr $clk_period * $clk_io_pct] -clock clk0 [all_outputs]
```
`flow/design.v`:
```
package defs_div_sqrt_mvp;
   localparam C_RM                  = 3;
   localparam C_RM_NEAREST          = 3'h0;
   localparam C_RM_TRUNC            = 3'h1;
   localparam C_RM_PLUSINF          = 3'h2;
   localparam C_RM_MINUSINF         = 3'h3;
   localparam C_RM_M                = 3'h4;
   localparam C_PC                  = 6;  
   localparam C_FS                  = 2;  
   localparam C_IUNC                = 2;  
   localparam Iteration_unit_num_S  = 2'b10;
   localparam C_OP_FP64             = 64;
   localparam C_MANT_FP64           = 52;
   localparam C_EXP_FP64            = 11;
   localparam C_BIAS_FP64           = 1023;
   localparam C_BIAS_AONE_FP64      = 11'h400;
   localparam C_HALF_BIAS_FP64      = 511;
   localparam C_EXP_ZERO_FP64       = 11'h000;
   localparam C_EXP_ONE_FP64        = 13'h001;  
   localparam C_EXP_INF_FP64        = 11'h7FF;
   localparam C_MANT_ZERO_FP64      = 52'h0;
   localparam C_MANT_NAN_FP64       = 52'h8_0000_0000_0000;
   localparam C_PZERO_FP64          = 64'h0000_0000_0000_0000;
   localparam C_MZERO_FP64          = 64'h8000_0000_0000_0000;
   localparam C_QNAN_FP64           = 64'h7FF8_0000_0000_0000;
   localparam C_OP_FP32             = 32;
   localparam C_MANT_FP32           = 23;
   localparam C_EXP_FP32            = 8;
   localparam C_BIAS_FP32           = 127;
   localparam C_BIAS_AONE_FP32      = 8'h80;
   localparam C_HALF_BIAS_FP32      = 63;
   localparam C_EXP_ZERO_FP32       = 8'h00;
   localparam C_EXP_INF_FP32        = 8'hFF;
   localparam C_MANT_ZERO_FP32      = 23'h0;
   localparam C_PZERO_FP32          = 32'h0000_0000;
   localparam C_MZERO_FP32          = 32'h8000_0000;
   localparam C_QNAN_FP32           = 32'h7FC0_0000;
   localparam C_OP_FP16             = 16;
   localparam C_MANT_FP16           = 10;
   localparam C_EXP_FP16            = 5;
   localparam C_BIAS_FP16           = 15;
   localparam C_BIAS_AONE_FP16      = 5'h10;
   localparam C_HALF_BIAS_FP16      = 7;
   localparam C_EXP_ZERO_FP16       = 5'h00;
   localparam C_EXP_INF_FP16        = 5'h1F;
   localparam C_MANT_ZERO_FP16      = 10'h0;
   localparam C_PZERO_FP16          = 16'h0000;
   localparam C_MZERO_FP16          = 16'h8000;
   localparam C_QNAN_FP16           = 16'h7E00;
   localparam C_OP_FP16ALT           = 16;
   localparam C_MANT_FP16ALT         = 7;
   localparam C_EXP_FP16ALT          = 8;
   localparam C_BIAS_FP16ALT         = 127;
   localparam C_BIAS_AONE_FP16ALT    = 8'h80;
   localparam C_HALF_BIAS_FP16ALT    = 63;
   localparam C_EXP_ZERO_FP16ALT     = 8'h00;
   localparam C_EXP_INF_FP16ALT      = 8'hFF;
   localparam C_MANT_ZERO_FP16ALT    = 7'h0;
   localparam C_QNAN_FP16ALT         = 16'h7FC0;
endpackage : defs_div_sqrt_mvp
module dualportSRAM #(
  parameter BITWIDTH   = 32,
  parameter DEPTH      = 8 
)
(
  input                 CLK ,
  input                 RSTN,
  input  [BITWIDTH-1:0] D   ,
  output [BITWIDTH-1:0] Q   ,
  input                 REB ,
  input                 WEB ,
  input  [BITWIDTH-1:0] BWEB,
  input  [DEPTH-1:0]    AA  ,
  input  [DEPTH-1:0]    AB    
);
  reg  [BITWIDTH-1:0] mem_core [0:2**DEPTH-1];
  always@(posedge CLK or negedge RSTN) begin: WRITE_PROC
    integer ii,jj;
    if(!RSTN) begin
      for(jj = 32'sd0; jj < 2**DEPTH; jj = jj + 32'sd1) begin
        mem_core[jj] <= 'd0;
      end
    end
    else if(WEB) begin
      for(ii = 32'sd0; ii < BITWIDTH; ii = ii + 32'sd1) begin
        if(BWEB[ii]) begin
          mem_core[AA][ii] <= D[ii];
        end
      end
    end
  end
  reg [BITWIDTH-1:0] QN;
  always@(posedge CLK or negedge RSTN) begin
    if(!RSTN) begin
      QN <= 'd0;
    end
    else if(REB) begin
      QN <= mem_core[AB];
    end
  end
  assign Q = QN;
endmodule
`timescale 1ns/1ns
module stream_fifo_useSRAM_with_count #(
  parameter DATA_WIDTH = 32,
  parameter FIFO_DEPTH = 4   
  )
  (
  input                   clk      ,
  input                   rst_n    ,
  output                  w_ready_o,
  input                   w_valid_i,
  input  [DATA_WIDTH-1:0] w_data_i ,
  output                  r_valid_o,
  input                   r_ready_i,
  output [DATA_WIDTH-1:0] r_data_o ,
  output [$clog2(FIFO_DEPTH)-1:0] fifo_count_o
  );
  parameter ADDR_WIDTH = $clog2(FIFO_DEPTH);
  reg push_reg; 
  reg [ADDR_WIDTH-1:0] w_addr,r_addr;
  reg [ADDR_WIDTH-1:0] fifo_cnt_in ;
  reg [ADDR_WIDTH-1:0] fifo_cnt_out;
  wire push,pop;
  wire read_en ;
  wire [ADDR_WIDTH-1:0] r_ptr_next;
  wire [ADDR_WIDTH-1:0] r_ptr     ;
  always@(posedge clk or negedge rst_n) begin
    if(!rst_n) begin
      push_reg <= 'd0;
    end
    else begin
      push_reg <= push;
    end
  end
  always@(posedge clk or negedge rst_n) begin
    if(!rst_n) begin
      fifo_cnt_in <= 'd0;
    end
    else if(push ^ pop) begin
      if(push) begin
        fifo_cnt_in <= fifo_cnt_in + 1'b1;
      end
      else begin
        fifo_cnt_in <= fifo_cnt_in - 1'b1;
      end
    end
    else begin
      fifo_cnt_in <= fifo_cnt_in;
    end
  end
  always@(posedge clk or negedge rst_n) begin
    if(!rst_n) begin
      fifo_cnt_out <= 'd0;
    end
    else if(push_reg ^ pop) begin
      if(push_reg) begin
        fifo_cnt_out <= fifo_cnt_in + 1'b1;
      end
      else begin
        fifo_cnt_out <= fifo_cnt_in - 1'b1;
      end
    end
    else begin
        fifo_cnt_out <= fifo_cnt_out;
    end
  end
  always@(posedge clk or negedge rst_n) begin
    if(!rst_n) begin
      w_addr <= 'd0;
    end
    else if(push) begin
      w_addr <= w_addr + 1;
    end
    else begin
      w_addr <= w_addr;
    end
  end
  always@(posedge clk or negedge rst_n) begin
    if(!rst_n) begin
      r_addr <= 'd0;
    end
    else if(pop) begin
      r_addr <= r_ptr;
    end
    else begin
      r_addr <= r_addr;
    end
  end
  assign push = w_valid_i && w_ready_o;
  assign pop  = r_valid_o && r_ready_i;
  assign r_valid_o = fifo_cnt_out > {DATA_WIDTH{1'b0}}      ;
  assign w_ready_o = (fifo_cnt_in < FIFO_DEPTH);
  assign read_en = !(push && w_addr==r_ptr);
  assign r_ptr_next = (r_addr==(FIFO_DEPTH-1)) ? 'd0 : (r_addr+1);
  assign r_ptr      = pop ? r_ptr_next : r_addr;
  wire [DATA_WIDTH-1:0] read_data;
  dualportSRAM #(
    .BITWIDTH (DATA_WIDTH),
    .DEPTH    (ADDR_WIDTH)
  )
  dual_port_ram (
    .CLK  (clk               ),
    .RSTN (rst_n             ),
    .D    (w_data_i          ), 
    .Q    (read_data         ), 
    .REB  (read_en           ), 
    .WEB  (push              ), 
    .BWEB ({DATA_WIDTH{1'b1}}), 
    .AA   (w_addr            ), 
    .AB   (r_ptr             ) 
  );
  reg read_en_reg;
  reg [DATA_WIDTH-1:0] w_data_reg;
  always@(posedge clk or negedge rst_n) begin
    if(!rst_n) begin
      read_en_reg <= 'd0;
      w_data_reg  <= 'd0;
    end
    else begin
      read_en_reg <= read_en;
      w_data_reg  <= w_data_i;
    end
  end  
  assign r_data_o = read_en_reg ? read_data : w_data_reg;
  assign fifo_count_o = fifo_cnt_in;
endmodule
```
`flow/run.sh`:
```
#!/bin/bash
# OpenROAD 26Q1-2900-gdf79404cd8, Yosys 0.63+post, stock flow scripts
make -C /OpenROAD-flow-scripts/flow DESIGN_CONFIG=/design/flow/config.mk WORK_HOME=/design/flow/orfs finish
```
==> reports/notes.md <==
After the first detailed-routing iteration, the DRC count stood at 139. The critical path in the final layout is reported with a setup slack of 6.529 ns. The count of nets left with antenna violations once routing finished came out at 0. The slew at the pin with the worst max-slew slack works out to 0.7779 ns.

In this run, post-CTS hold repair placed 0 buffers. Setup repair after global routing left no endpoint under its margin. The post-synthesis area per instance was 15.51 sq um. Peak supply drop: 0.1584 mV. Summed over all failing endpoints, the final setup total negative slack is 0 ns.

The clock tree has to reach 202 sinks. The global route stage reports its total congestion overflow as 0. Per the timing report, the achievable frequency comes out to 214.1 MHz. The run gives 0 as the tally of max-capacitance violations.

Across all hold checks on the routed design, the worst slack comes to 0.5029 ns. The post-route cell area came out at 10,570 sq um. Per the CTS log, the buffer count on the longest clock path is 3. For the overall routing resource usage, the log shows 0.1599. H-tree depth: 1. The synthesis report lists the most area-consuming cells as sky130_fd_sc_hd__dfrtp_1 (57%), sky130_fd_sc_hd__mux2_2 (21%), sky130_fd_sc_hd__mux2i_1 (11%).

The number of cells upsized or downsized after cts is 0. With the sequential share of the synthesized area at 0.5739, the post-layout period usage of the worst path is 0.4170. Synthesis-to-layout area growth: 19.94%. The final instance count without filler cells is 932. In the synthesis report, Yosys lists the chip area as 8808 sq um. Arrival time reported for the critical path endpoint: 5.05 ns.

Per the TritonCTS log, the buffer count is 23. The launch point of the worst register-to-register path is recorded as fifo_cnt_out[0]. With the worst slack at placement at 6.009 ns, the average vias per placed instance is 5.045.

For the post-route core utilization, the log shows 0.4963. The fraction of synthesis flops using an asynchronous set or reset pin was 1.000; the count of flip-flops with a built-in enable after synthesis was 0. The tools report the synthesized instance count as 568.

The initial antenna violation count was 0. The final tally of setup violations was 0; the count of state elements after synthesis was 202. The clock period minus worst slack was 4.671 ns.

Row generation in the floorplan step produced 53 rows. The global-route wire length before repair was 26.79 mm. The die is 150.4 um tall. The completed layout was analyzed and its total power is 3.458 mW.

The yosys stat cell total is 568. The fraction of layout cells with a size suffix above 1 was 0.3836. The number of placed instances, taps included, is 892. Pin placement for this block handled 72 I/O pins. The flip-flop count of the largest register after layout was 128.

The number of detailed-routing iterations run before antenna repair was 4; the worst endpoint required time was 11.58 ns. TritonCTS built the clock tree. The worst setup path is launched from an input pin. The tools report the final wirelength as 16.32 mm.

The maximum fanout along the worst path was 38. The run gives 0.7466 for the final estimated routing congestion in global placement. The initial core utilization came out at 0.4138. Antenna repair during routing inserted a diode count of 0. The worst min-delay path startpoint was dual_port_ram.mem_core[3][17]. Summing over every cut layer, the via total after detailed routing is 4,702. OpenROAD emitted warnings numbering 28. After floorplanning, the core was sized to cover 21,290 sq um. The run finished with clean final reports. Per the final timing report, the hold violations number 0.

According to the floorplan report, the total die area is 22,620 sq um. The logs give 4,964 for the via count of the first global-routing pass and 0 for the final-report max-slew violation count. The HPWL reported at the end of detailed placement was 9.413 mm; the number of buffers added on ports was 70.

Summed over all cells, the static leakage comes to 4.834 nW. The share of the synthesized area in the top cell type is 0.5739. The worst setup path is of the in -> reg kind. After detailed routing, the average wire length per cell comes to 17.51 um. The top cell type in the final layout, fill and taps aside, is sky130_fd_sc_hd__dfrtp_1. The routed layout reports a DRC error count of 0.

The synthesis log from Yosys contains 3 warnings. Clock tree synthesis selected as its root buffer the cell sky130_fd_sc_hd__clkbuf_16. Of all cell types, the one taking the most synthesized area is sky130_fd_sc_hd__dfrtp_1. With the post-synthesis instance area at 8808 sq um, the count of distinct cell types in the synthesized netlist is 30. In this run the worst setup path begins at r_ready_i. The relative slew slack is 0.4814. For this run, the leading register cell type out of synthesis is sky130_fd_sc_hd__dfrtp_1. For the insertion delay to the later sink of the worst-skew pair, the log shows 0.49 ns. Type of the worst min-delay path: reg -> reg. On the reported timing paths, the clock transition at the registers reads 0.06 ns.

Per the cell usage report, the commonest logic cells after layout are sky130_fd_sc_hd__dfrtp_1 (201), sky130_fd_sc_hd__mux2_2 (163), sky130_fd_sc_hd__mux2i_1 (96), sky130_fd_sc_hd__clkdlybuf4s50_1 (69), sky130_fd_sc_hd__mux2_4 (29). STA classifies the critical path endpoint as a flip-flop. The final clock skew was 0.004792 ns; the post-placement cell area was 9773 sq um. Entering global routing, the biggest net connects 98 pins. The final layout report lists a filler cell count of 1,736. The power per standard cell area was 327.3 nW/um^2. The die is 150.4 um wide.

Once the clock tree was built, the setup fixing pass inserted 0 buffers.
==> worst paths after layout <==
kind	end	slack (ns)	cells past startpoint
min in group asynchronous	dual_port_ram.QN[9]	1.80	1
min reg2reg	dual_port_ram.mem_core[3][17]	0.50	1
max in group asynchronous	dual_port_ram.mem_core[0][9]	8.15	2
max	dual_port_ram.QN[11]	6.53	8
min	dual_port_ram.mem_core[3][17]	0.50	1
max reg2reg	dual_port_ram.QN[11]	8.20	7
==> metal layers <==
metal  vias up  global-route usage  share of wire
li1       2193                   -              -
met1      2399              0.2467           0.48
met2        85              0.2461           0.46
met3        25             0.03091          0.042
met4         0             0.03030          0.019
met5         -                   0              0
==> final cells by class <==
cell class,instances,area [sq um],area share
timing repair buffer,81,787.0,0.07449
tap,275,344.1,0.03257
sequential,202,5056,0.4786
multi-input combinational,328,3563,0.3373
inverter,6,22.52,0.002132
clock buffer,32,669.4,0.06336
clock inverter,8,122.6,0.01161
==> cell usage after synthesis, types with 2 or more instances <==
cell type	number
sky130_fd_sc_hd__dfrtp_1	202
sky130_fd_sc_hd__mux2_2	163
sky130_fd_sc_hd__mux2i_1	97
sky130_fd_sc_hd__mux2_4	29
sky130_fd_sc_hd__buf_1	15
sky130_fd_sc_hd__buf_6	7
sky130_fd_sc_hd__inv_1	6
sky130_fd_sc_hd__nand2_1	6
sky130_fd_sc_hd__buf_2	5
sky130_fd_sc_hd__ha_1	5
sky130_fd_sc_hd__nor2_1	4
sky130_fd_sc_hd__buf_4	3
sky130_fd_sc_hd__o21ai_0	3
sky130_fd_sc_hd__xnor2_1	3
sky130_fd_sc_hd__xor2_1	3
sky130_fd_sc_hd__a21oi_1	2
sky130_fd_sc_hd__clkbuf_1	2
==> critical path, stage by stage <==
cell	delay (ns)
sky130_fd_sc_hd__clkdlybuf4s50_1	0.53
sky130_fd_sc_hd__o21ai_4	0.18
sky130_fd_sc_hd__mux2i_4	0.27
sky130_fd_sc_hd__buf_4	0.46
sky130_fd_sc_hd__buf_4	0.66
sky130_fd_sc_hd__mux2i_1	0.29
sky130_fd_sc_hd__mux2i_1	0.11
sky130_fd_sc_hd__mux2_4	0.28
==> power by group <==
| group | switching (mW) | internal, mW |
|---|---|---|
| combinational | 0.542 | 0.912 |
| clock | 0.281 | 0.485 |
| sequential | 0.174 | 1.06 |
==> cells by family after synthesis <==
family | Yosys count | synth area share
other | 1 | 0.0004257
and+or+nand+nor | 15 | 0.008097
adders and majority gates | 5 | 0.007102
DFF | 202 | 0.5739
buffers and inverters | 38 | 0.02415
muxes | 290 | 0.3706
xor gates and xnor gates | 7 | 0.007814
AOI/OAI and AO/OA | 10 | 0.007956
Power and IR drop assume default switching activity.
