[/design/flow/config.mk]
export PLATFORM = sky130hd
export DESIGN_NAME = stream_fifo_useSRAM
export DESIGN_NICKNAME = stream_fifo_useSRAM
export VERILOG_FILES = /design/flow/design.v
export SDC_FILE = /design/flow/constraint.sdc
export NUM_CORES = 4
export LEC_CHECK = 1
export CORE_UTILIZATION = 30
[/design/flow/constraint.sdc]
current_design stream_fifo_useSRAM

set clk_period 9.0
set clk_io_pct 0.2

create_clock -name clk0 -period $clk_period [get_ports {clk}]

set non_clock_inputs [all_inputs -no_clocks]
set_input_delay [expr $clk_period * $clk_io_pct] -clock clk0 $non_clock_inputs
set_output_delay [expr $clk_period * $clk_io_pct] -clock clk0 [all_outputs]
[/design/flow/design.v]
package defs_div_sqrt_mvp;
   localparam C_RM                  = 3;
   localparam C_RM_NEAREST          = 3'h0;
   localparam C_RM_TRUNC            = 3'h1;
   localparam C_RM_PLUSINF          = 3'h2;
   localparam C_RM_MINUSINF         = 3'h3;
   localparam C_RM_M                = 3'h4;
   localparam C_PC                  = 6;  
   localparam C_FS                  = 2;  
   localparam C_IUNC                = 2;  
   localparam Iteration_unit_num_S  = 2'b10;
   localparam C_OP_FP64             = 64;
   localparam C_MANT_FP64           = 52;
   localparam C_EXP_FP64            = 11;
   localparam C_BIAS_FP64           = 1023;
   localparam C_BIAS_AONE_FP64      = 11'h400;
   localparam C_HALF_BIAS_FP64      = 511;
   localparam C_EXP_ZERO_FP64       = 11'h000;
   localparam C_EXP_ONE_FP64        = 13'h001;  
   localparam C_EXP_INF_FP64        = 11'h7FF;
   localparam C_MANT_ZERO_FP64      = 52'h0;
   localparam C_MANT_NAN_FP64       = 52'h8_0000_0000_0000;
   localparam C_PZERO_FP64          = 64'h0000_0000_0000_0000;
   localparam C_MZERO_FP64          = 64'h8000_0000_0000_0000;
   localparam C_QNAN_FP64           = 64'h7FF8_0000_0000_0000;
   localparam C_OP_FP32             = 32;
   localparam C_MANT_FP32           = 23;
   localparam C_EXP_FP32            = 8;
   localparam C_BIAS_FP32           = 127;
   localparam C_BIAS_AONE_FP32      = 8'h80;
   localparam C_HALF_BIAS_FP32      = 63;
   localparam C_EXP_ZERO_FP32       = 8'h00;
   localparam C_EXP_INF_FP32        = 8'hFF;
   localparam C_MANT_ZERO_FP32      = 23'h0;
   localparam C_PZERO_FP32          = 32'h0000_0000;
   localparam C_MZERO_FP32          = 32'h8000_0000;
   localparam C_QNAN_FP32           = 32'h7FC0_0000;
   localparam C_OP_FP16             = 16;
   localparam C_MANT_FP16           = 10;
   localparam C_EXP_FP16            = 5;
   localparam C_BIAS_FP16           = 15;
   localparam C_BIAS_AONE_FP16      = 5'h10;
   localparam C_HALF_BIAS_FP16      = 7;
   localparam C_EXP_ZERO_FP16       = 5'h00;
   localparam C_EXP_INF_FP16        = 5'h1F;
   localparam C_MANT_ZERO_FP16      = 10'h0;
   localparam C_PZERO_FP16          = 16'h0000;
   localparam C_MZERO_FP16          = 16'h8000;
   localparam C_QNAN_FP16           = 16'h7E00;
   localparam C_OP_FP16ALT           = 16;
   localparam C_MANT_FP16ALT         = 7;
   localparam C_EXP_FP16ALT          = 8;
   localparam C_BIAS_FP16ALT         = 127;
   localparam C_BIAS_AONE_FP16ALT    = 8'h80;
   localparam C_HALF_BIAS_FP16ALT    = 63;
   localparam C_EXP_ZERO_FP16ALT     = 8'h00;
   localparam C_EXP_INF_FP16ALT      = 8'hFF;
   localparam C_MANT_ZERO_FP16ALT    = 7'h0;
   localparam C_QNAN_FP16ALT         = 16'h7FC0;
endpackage : defs_div_sqrt_mvp
module dualportSRAM #(
  parameter BITWIDTH   = 32,
  parameter DEPTH      = 8 
)
(
  input                 CLK ,
  input                 RSTN,
  input  [BITWIDTH-1:0] D   ,
  output [BITWIDTH-1:0] Q   ,
  input                 REB ,
  input                 WEB ,
  input  [BITWIDTH-1:0] BWEB,
  input  [DEPTH-1:0]    AA  ,
  input  [DEPTH-1:0]    AB    
);
  reg  [BITWIDTH-1:0] mem_core [0:2**DEPTH-1];
  always@(posedge CLK or negedge RSTN) begin: WRITE_PROC
    integer ii,jj;
    if(!RSTN) begin
      for(jj = 32'sd0; jj < 2**DEPTH; jj = jj + 32'sd1) begin
        mem_core[jj] <= 'd0;
      end
    end
    else if(WEB) begin
      for(ii = 32'sd0; ii < BITWIDTH; ii = ii + 32'sd1) begin
        if(BWEB[ii]) begin
          mem_core[AA][ii] <= D[ii];
        end
      end
    end
  end
  reg [BITWIDTH-1:0] QN;
  always@(posedge CLK or negedge RSTN) begin
    if(!RSTN) begin
      QN <= 'd0;
    end
    else if(REB) begin
      QN <= mem_core[AB];
    end
  end
  assign Q = QN;
endmodule
`timescale 1ns/1ns
module stream_fifo_useSRAM #(
  parameter DATA_WIDTH = 32,
  parameter FIFO_DEPTH = 4   
  )
  (
  input                   clk      ,
  input                   rst_n    ,
  output                  w_ready_o,
  input                   w_valid_i,
  input  [DATA_WIDTH-1:0] w_data_i ,
  output                  r_valid_o,
  input                   r_ready_i,
  output [DATA_WIDTH-1:0] r_data_o  
  );
  parameter ADDR_WIDTH = $clog2(FIFO_DEPTH);
  reg push_reg; 
  reg [ADDR_WIDTH-1:0] w_addr,r_addr;
  reg [ADDR_WIDTH-1:0] fifo_cnt_in ;
  reg [ADDR_WIDTH-1:0] fifo_cnt_out;
  wire push,pop;
  wire read_en ;
  wire [ADDR_WIDTH-1:0] r_ptr_next;
  wire [ADDR_WIDTH-1:0] r_ptr     ;
  always@(posedge clk or negedge rst_n) begin
    if(!rst_n) begin
      push_reg <= 'd0;
    end
    else begin
      push_reg <= push;
    end
  end
  always@(posedge clk or negedge rst_n) begin
    if(!rst_n) begin
      fifo_cnt_in <= 'd0;
    end
    else if(push ^ pop) begin
      if(push) begin
        fifo_cnt_in <= fifo_cnt_in + 1'b1;
      end
      else begin
        fifo_cnt_in <= fifo_cnt_in - 1'b1;
      end
    end
    else begin
      fifo_cnt_in <= fifo_cnt_in;
    end
  end
  always@(posedge clk or negedge rst_n) begin
    if(!rst_n) begin
      fifo_cnt_out <= 'd0;
    end
    else if(push_reg ^ pop) begin
      if(push_reg) begin
        fifo_cnt_out <= fifo_cnt_in + 1'b1;
      end
      else begin
        fifo_cnt_out <= fifo_cnt_in - 1'b1;
      end
    end
    else begin
        fifo_cnt_out <= fifo_cnt_out;
    end
  end
  always@(posedge clk or negedge rst_n) begin
    if(!rst_n) begin
      w_addr <= 'd0;
    end
    else if(push) begin
      w_addr <= w_addr + 1;
    end
    else begin
      w_addr <= w_addr;
    end
  end
  always@(posedge clk or negedge rst_n) begin
    if(!rst_n) begin
      r_addr <= 'd0;
    end
    else if(pop) begin
      r_addr <= r_ptr;
    end
    else begin
      r_addr <= r_addr;
    end
  end
  assign push = w_valid_i && w_ready_o;
  assign pop  = r_valid_o && r_ready_i;
  assign r_valid_o = fifo_cnt_out > {DATA_WIDTH{1'b0}}      ;
  assign w_ready_o = (fifo_cnt_in < FIFO_DEPTH);
  assign read_en = !(push && w_addr==r_ptr);
  assign r_ptr_next = (r_addr==(FIFO_DEPTH-1)) ? 'd0 : (r_addr+1);
  assign r_ptr      = pop ? r_ptr_next : r_addr;
  wire [DATA_WIDTH-1:0] read_data;
  dualportSRAM #(
    .BITWIDTH (DATA_WIDTH),
    .DEPTH    (ADDR_WIDTH)
  )
  dual_port_ram (
    .CLK  (clk               ),
    .RSTN (rst_n             ),
    .D    (w_data_i          ), 
    .Q    (read_data         ), 
    .REB  (read_en           ), 
    .WEB  (push              ), 
    .BWEB ({DATA_WIDTH{1'b1}}), 
    .AA   (w_addr            ), 
    .AB   (r_ptr             ) 
  );
  reg read_en_reg;
  reg [DATA_WIDTH-1:0] w_data_reg;
  always@(posedge clk or negedge rst_n) begin
    if(!rst_n) begin
      read_en_reg <= 'd0;
      w_data_reg  <= 'd0;
    end
    else begin
      read_en_reg <= read_en;
      w_data_reg  <= w_data_i;
    end
  end  
  assign r_data_o = read_en_reg ? read_data : w_data_reg;
endmodule
[/design/flow/run.sh]
#!/bin/bash
# OpenROAD 26Q1-2900-gdf79404cd8, Yosys 0.63+post, stock flow scripts
make -C /OpenROAD-flow-scripts/flow DESIGN_CONFIG=/design/flow/config.mk WORK_HOME=/design/flow/orfs finish
==> qor.csv <==
metric;value;unit
cts_buffers;23;
finalWorstSetupSlack;4.651;ns
fmax;229.9;MHz
top_cell;dfrtp_1;
worstPathMaxFanout;34;
max_cap_viol_count;0;
r2r_cells;7;
grt_overflow;0;
crit_path_start_kind;primary input;
syn_area;8808;sq um
die_h;173.4;microns
routed_wl;16.76;mm
hp-class;reg -> reg;
yosysCellCount;568;
holdPathEnd;fifo_cnt_in[1];
intPower;3.026;mW
switching_share;28.95;%
place_congestion;0.7223;
finalMaxSlewViolations;0;
antenna_found_initial;0;
numPortBuffers;68;
critPathMostFrequentCell;buf_4;
dp_hpwl;9.793;mm
first_iter_violations;122;
rrSetupSlack;5.90;ns
via_count;4696;
cts-resized-gates;0;
async_flop_share;100.0;%
r2r_start;fifo_cnt_out[0];
clock.latency.late_pin;0.49;ns
crit_path_max_incr_delay;0.58;ns
finalCriticalPeriod;4.349;ns
crit_type;in -> reg;
largest_reg_flops;128;
drive_gt1_share;38.28;%
cp_cell_sequence;clkdlybuf4s50_1 > o21ai_4 > mux2i_4 > buf_4 > xnor2_2 > nand3_2 > buf_4 > mux2_4;
mux_share;37.06;%
ioPinCount;70;
p_seq_share;36.2;%
p_comb_share;42.1;%
die_width;173.4;microns
top_cells_by_count;202 x dfrtp_1, 163 x mux2_2, 97 x mux2i_1;
ys_top_logic_family;multiplexers;
holdWs;0.4975;ns
hp-start;fifo_cnt_in[1];
grt_max_degree;56;
fin_crit_sh;48.33;%
drtAntennaViolNets;0;
p_per_area;400.2;nW/um^2
tns;0;ns
r2r_end;dual_port_ram.QN[21];
yosys.area.top_type;dfrtp_1;
ys_seq_elements;202;
cts-root-buf;clkbuf_16;
antennaDiodeCount;0;
worst_pin_slew;0.6912;ns
edf_count;0;
ys_sh_aoi;0.7955;%
core.rowCount;62;
area_growth;20.82;%
setup_violations;0;
p_leak;4.805;nW
post_cts_buffers;0;
cts_max_level;1;
crit_path_end_kind;register;
tool_warnings;28;
yosys_area;8808;sq um
adder_share;0.7102;%
yosysWarningCount;3;
cts_tree;done;
initial_utilization;30.61;%
path_delay_family;buffers and inverters;
crit_buf_inv;3;
hold_viol_final;0;
cts_hold_buf;0;
firstDrtPassIters;4;
p_switching;1.233;mW
seq_area_frac_synth;57.39;%
drc;0;
top_cell_area_share;57.39;%
vdd_ir_drop_max;0.2134;mV
status;finished clean;
syn_avg_cell_area;15.51;sq um
dieArea;30050;sq um
ctsLongestPathBuffers;3;
yosys-top-cells-area;dfrtp_1 57%, mux2_2 21%, mux2i_1 11%, mux2_4 4.9%, buf_6 0.89%;
core_area;28780;sq um
finClkSkew;0.005779;ns
synthSimpleGateAreaFrac;0.8097;%
yosysUniqueCellTypes;30;
hold_depth;1;
cp.arrival;4.72;ns
track_usage;11.99;%
wl_per_cell;16.16;microns
rsz0062_at_grt;no;
slew_headroom;53.92;%
ff_type;dfrtp_1;
dp_slack;4.082;ns
clkPwrFrac;21.7;%
grt_pass1_vias;4883;
critical_path_required;9.37;ns
instances_no_fill;1037;
grt_pass1_wl;27.61;mm
via_per_inst;4.528;
clk_pin_slew_worst_paths;0.06;ns
slowest_stage;buf_4;
clock-sinks;202;
dp.cells;1000;
netlist_instances;568;
xor_share;0.7813;%
## cells in the final DEF (no fill, tap or decap), types with 2 or more instances in the layout
cell             netlist  routed
ha_1                   5       5
clkinv_2               0       4
inv_1                  6       6
clkbuf_8               0       4
a21oi_1                2       2
buf_4                  3      12
xor2_1                 3       3
clkdlybuf4s50_1        0      67
clkbuf_16              0      23
o21ai_0                3       3
nand2_1                6       2
mux2_4                29      29
clkbuf_1               2       3
dfrtp_1              202     201
mux2_2               163     163
nor2_1                 4       4
mux2i_4                1       2
bufinv_16              0       3
mux2i_1               97      96
xnor2_1                3       3
nand2_2                0       4
## per-layer routing
| metal | track usage (%) | routed length (microns) |
|---|---|---|
| met1 | 18.26 | 8042 |
| met2 | 18.83 | 7737 |
| met3 | 2.192 | 689 |
| met4 | 1.770 | 293 |
| met5 | 0 | 0 |
## power groups by stage
stage	sequential [mW]	combinational, mW	clock (mW)
4_1_cts	1.54	1.84	0.956
5_1_grt	1.59	1.96	0.985
6_report	1.54	1.79	0.923
## metrics by stage
| stage | area, sq um | total power [mW] | util, % |
|---|---|---|---|
| final | 10640 | 4.259 | 36.98 |
| after global routing | 10640 | 4.543 | 36.98 |
| after CTS | 10640 | 4.338 | 36.98 |
| after detailed placement | 9897 | 3.389 | 34.39 |
| after global placement | 9897 | 3.359 | 34.39 |
| after floorplan | 8808 | 2.913 | - |
## cell families after synthesis
kind of cell    Yosys count
other cells               1
buf+inv                  38
mux                     290
simple gates             15
flops                   202
fa+ha+maj                 5
compound gates           10
xor+xnor                  7
## area by class of cell
class	instances	area [sq um]
inverters	6	22.52
well taps	384	480.5
clock inverters	8	117.6
clock buffers	29	628.1
fillers	2684	18140
multi-input cells	328	3563
repair buffers	80	774.5
flip-flops and latches	202	5056
## worst max path at each step
stage / cells past startpoint / start / slack [ns] / endpoint
4_1_cts: 8 / r_ready_i / 4.61 / dual_port_ram.QN[21]
5_1_grt: 8 / r_ready_i / 4.47 / dual_port_ram.QN[21]
6_report: 8 / r_ready_i / 4.65 / dual_port_ram.QN[21]
Power figures rest on the tool's default switching activity, not on a simulated workload.
