File: design/flow/config.mk
export PLATFORM = sky130hd
export DESIGN_NAME = stream_fifo_with_incount_useSRAM
export DESIGN_NICKNAME = stream_fifo_with_incount_useSRAM
export VERILOG_FILES = /design/flow/design.v
export SDC_FILE = /design/flow/constraint.sdc
export NUM_CORES = 4
export LEC_CHECK = 1
export CORE_UTILIZATION = 50
File: design/flow/constraint.sdc
current_design stream_fifo_with_incount_useSRAM

set clk_period 11.2
set clk_io_pct 0.2

create_clock -name clk0 -period $clk_period [get_ports {clk}]

set non_clock_inputs [all_inputs -no_clocks]
set_input_delay [expr $clk_period * $clk_io_pct] -clock clk0 $non_clock_inputs
set_output_delay [expr $clk_period * $clk_io_pct] -clock clk0 [all_outputs]
File: design/flow/design.v
package defs_div_sqrt_mvp;
   localparam C_RM                  = 3;
   localparam C_RM_NEAREST          = 3'h0;
   localparam C_RM_TRUNC            = 3'h1;
   localparam C_RM_PLUSINF          = 3'h2;
   localparam C_RM_MINUSINF         = 3'h3;
   localparam C_RM_M                = 3'h4;
   localparam C_PC                  = 6;  
   localparam C_FS                  = 2;  
   localparam C_IUNC                = 2;  
   localparam Iteration_unit_num_S  = 2'b10;
   localparam C_OP_FP64             = 64;
   localparam C_MANT_FP64           = 52;
   localparam C_EXP_FP64            = 11;
   localparam C_BIAS_FP64           = 1023;
   localparam C_BIAS_AONE_FP64      = 11'h400;
   localparam C_HALF_BIAS_FP64      = 511;
   localparam C_EXP_ZERO_FP64       = 11'h000;
   localparam C_EXP_ONE_FP64        = 13'h001;  
   localparam C_EXP_INF_FP64        = 11'h7FF;
   localparam C_MANT_ZERO_FP64      = 52'h0;
   localparam C_MANT_NAN_FP64       = 52'h8_0000_0000_0000;
   localparam C_PZERO_FP64          = 64'h0000_0000_0000_0000;
   localparam C_MZERO_FP64          = 64'h8000_0000_0000_0000;
   localparam C_QNAN_FP64           = 64'h7FF8_0000_0000_0000;
   localparam C_OP_FP32             = 32;
   localparam C_MANT_FP32           = 23;
   localparam C_EXP_FP32            = 8;
   localparam C_BIAS_FP32           = 127;
   localparam C_BIAS_AONE_FP32      = 8'h80;
   localparam C_HALF_BIAS_FP32      = 63;
   localparam C_EXP_ZERO_FP32       = 8'h00;
   localparam C_EXP_INF_FP32        = 8'hFF;
   localparam C_MANT_ZERO_FP32      = 23'h0;
   localparam C_PZERO_FP32          = 32'h0000_0000;
   localparam C_MZERO_FP32          = 32'h8000_0000;
   localparam C_QNAN_FP32           = 32'h7FC0_0000;
   localparam C_OP_FP16             = 16;
   localparam C_MANT_FP16           = 10;
   localparam C_EXP_FP16            = 5;
   localparam C_BIAS_FP16           = 15;
   localparam C_BIAS_AONE_FP16      = 5'h10;
   localparam C_HALF_BIAS_FP16      = 7;
   localparam C_EXP_ZERO_FP16       = 5'h00;
   localparam C_EXP_INF_FP16        = 5'h1F;
   localparam C_MANT_ZERO_FP16      = 10'h0;
   localparam C_PZERO_FP16          = 16'h0000;
   localparam C_MZERO_FP16          = 16'h8000;
   localparam C_QNAN_FP16           = 16'h7E00;
   localparam C_OP_FP16ALT           = 16;
   localparam C_MANT_FP16ALT         = 7;
   localparam C_EXP_FP16ALT          = 8;
   localparam C_BIAS_FP16ALT         = 127;
   localparam C_BIAS_AONE_FP16ALT    = 8'h80;
   localparam C_HALF_BIAS_FP16ALT    = 63;
   localparam C_EXP_ZERO_FP16ALT     = 8'h00;
   localparam C_EXP_INF_FP16ALT      = 8'hFF;
   localparam C_MANT_ZERO_FP16ALT    = 7'h0;
   localparam C_QNAN_FP16ALT         = 16'h7FC0;
endpackage : defs_div_sqrt_mvp
module dualportSRAM #(
  parameter BITWIDTH   = 32,
  parameter DEPTH      = 8 
)
(
  input                 CLK ,
  input                 RSTN,
  input  [BITWIDTH-1:0] D   ,
  output [BITWIDTH-1:0] Q   ,
  input                 REB ,
  input                 WEB ,
  input  [BITWIDTH-1:0] BWEB,
  input  [DEPTH-1:0]    AA  ,
  input  [DEPTH-1:0]    AB    
);
  reg  [BITWIDTH-1:0] mem_core [0:2**DEPTH-1];
  always@(posedge CLK or negedge RSTN) begin: WRITE_PROC
    integer ii,jj;
    if(!RSTN) begin
      for(jj = 32'sd0; jj < 2**DEPTH; jj = jj + 32'sd1) begin
        mem_core[jj] <= 'd0;
      end
    end
    else if(WEB) begin
      for(ii = 32'sd0; ii < BITWIDTH; ii = ii + 32'sd1) begin
        if(BWEB[ii]) begin
          mem_core[AA][ii] <= D[ii];
        end
      end
    end
  end
  reg [BITWIDTH-1:0] QN;
  always@(posedge CLK or negedge RSTN) begin
    if(!RSTN) begin
      QN <= 'd0;
    end
    else if(REB) begin
      QN <= mem_core[AB];
    end
  end
  assign Q = QN;
endmodule
`timescale 1ns/1ns
module stream_fifo_with_incount_useSRAM #(
  parameter DATA_WIDTH = 32,
  parameter FIFO_DEPTH = 4   
  )
  (
  input                   clk      ,
  input                   rst_n    ,
  output                  w_ready_o,
  input                   w_valid_i,
  input  [DATA_WIDTH-1:0] w_data_i ,
  output                  r_valid_o,
  input                   r_ready_i,
  output [DATA_WIDTH-1:0] r_data_o ,
  output                  w_count_o
  );
  parameter ADDR_WIDTH = $clog2(FIFO_DEPTH);
  reg push_reg; 
  reg [ADDR_WIDTH-1:0] w_addr,r_addr;
  reg [ADDR_WIDTH-1:0] fifo_cnt_in ;
  reg [ADDR_WIDTH-1:0] fifo_cnt_out;
  wire push,pop;
  wire read_en ;
  wire [ADDR_WIDTH-1:0] r_ptr_next;
  wire [ADDR_WIDTH-1:0] r_ptr     ;
  always@(posedge clk or negedge rst_n) begin
    if(!rst_n) begin
      push_reg <= 'd0;
    end
    else begin
      push_reg <= push;
    end
  end
  always@(posedge clk or negedge rst_n) begin
    if(!rst_n) begin
      fifo_cnt_in <= 'd0;
    end
    else if(push ^ pop) begin
      if(push) begin
        fifo_cnt_in <= fifo_cnt_in + 1'b1;
      end
      else begin
        fifo_cnt_in <= fifo_cnt_in - 1'b1;
      end
    end
    else begin
      fifo_cnt_in <= fifo_cnt_in;
    end
  end
  always@(posedge clk or negedge rst_n) begin
    if(!rst_n) begin
      fifo_cnt_out <= 'd0;
    end
    else if(push_reg ^ pop) begin
      if(push_reg) begin
        fifo_cnt_out <= fifo_cnt_in + 1'b1;
      end
      else begin
        fifo_cnt_out <= fifo_cnt_in - 1'b1;
      end
    end
    else begin
        fifo_cnt_out <= fifo_cnt_out;
    end
  end
  always@(posedge clk or negedge rst_n) begin
    if(!rst_n) begin
      w_addr <= 'd0;
    end
    else if(push) begin
      w_addr <= w_addr + 1;
    end
    else begin
      w_addr <= w_addr;
    end
  end
  always@(posedge clk or negedge rst_n) begin
    if(!rst_n) begin
      r_addr <= 'd0;
    end
    else if(pop) begin
      r_addr <= r_ptr;
    end
    else begin
      r_addr <= r_addr;
    end
  end
  assign push = w_valid_i && w_ready_o;
  assign pop  = r_valid_o && r_ready_i;
  assign r_valid_o = fifo_cnt_out > {DATA_WIDTH{1'b0}}      ;
  assign w_ready_o = (fifo_cnt_in < FIFO_DEPTH);
  assign read_en = !(push && w_addr==r_ptr);
  assign r_ptr_next = (r_addr==(FIFO_DEPTH-1)) ? 'd0 : (r_addr+1);
  assign r_ptr      = pop ? r_ptr_next : r_addr;
  wire [DATA_WIDTH-1:0] read_data;
  dualportSRAM #(
    .BITWIDTH (DATA_WIDTH),
    .DEPTH    (ADDR_WIDTH)
  )
  dual_port_ram (
    .CLK  (clk               ),
    .RSTN (rst_n             ),
    .D    (w_data_i          ), 
    .Q    (read_data         ), 
    .REB  (read_en           ), 
    .WEB  (push              ), 
    .BWEB ({DATA_WIDTH{1'b1}}), 
    .AA   (w_addr            ), 
    .AB   (r_ptr             ) 
  );
  reg read_en_reg;
  reg [DATA_WIDTH-1:0] w_data_reg;
  always@(posedge clk or negedge rst_n) begin
    if(!rst_n) begin
      read_en_reg <= 'd0;
      w_data_reg  <= 'd0;
    end
    else begin
      read_en_reg <= read_en;
      w_data_reg  <= w_data_i;
    end
  end  
  assign r_data_o  = read_en_reg ? read_data : w_data_reg;
  assign w_count_o = fifo_cnt_in > 0                     ;
endmodule
File: design/flow/run.sh
#!/bin/bash
# OpenROAD 26Q1-2900-gdf79404cd8, Yosys 0.63+post, stock flow scripts
make -C /OpenROAD-flow-scripts/flow DESIGN_CONFIG=/design/flow/config.mk WORK_HOME=/design/flow/orfs finish
==> results.ini <==
[outcome]
status=complete, no violations

[floorplan]
io-pin-count=71
rows=47
chipArea_sq_um=18000
die_x_microns=134
die_h_microns=134
floorplan.core_area_sq_um=16800
fp_util_pct=51.9

[final_timing]
fin_ws_ns=6.44
post-route-min-period_ns=4.76
period_used_pct=42.5
slew_violations=0
max_slew_margin_pct=52.0
rsz0062_at_grt=no
worst_pin_slew_ns=0.720
setup_tns_ns=0
fin_skew_ns=0.00934
timing.fmax_mhz=210
hold_viol_final=0
setup_violations=0

[grt]
grt_usage_pct=20.2
grt_pass1_vias=5083
antenna_found_initial=0
grt_max_degree=91
grt-ovfl-total=0
grt_pass1_wl_mm=27.2

[logic_synthesis]
synthCells=569
simple_gate_share_pct=0.802
ys_sh_xor_pct=0.587
synthAoiAreaFrac_pct=0.788
synth_stat.cells=569
ff_type=dfrtp_1
ys_sh_adder_pct=1.09
yosys_warnings=3
ys_area_sq_um=8730
top_area_cell=dfrtp_1
top_cell_area_share_pct=57.9
mux_share_pct=36.4
ys_seq_share_pct=57.9
netlist_area_sq_um=8730
area_leaders=dfrtp_1 58%, mux2_2 23%, mux2i_1 11%, mux2_4 1.2%, ha_1 0.86%
synth_area_per_cell_sq_um=15.3
ys.flops=202
ys_top_logic_family=multiplexers
synth-edff-count=0
async_flop_share_pct=100
synth_cell_types=31

[routing]
drtIter0Drc=164
via_per_inst=5.40
routed_wl_mm=16.0
vias=4732
diodes=0
drcViolationCount=0
antenna_left=0
firstDrtPassIters=4
wire_per_inst_microns=18.3

[pwr]
clkPwrFrac_pct=22.2
ir_drop_uv=224
p_leak_nw=4.72
p_seq_share_pct=36.5
intPower_mw=2.37
combPwrFrac_pct=41.3
p_switching_uw=986
switching_share_pct=29.3
power.density_nw_per_um2=323

[setup_path]
critical_path_required_ns=11.57
arrival_ns=5.13
path_class=in2reg
r2r_cells=7
critPathLaunchType=input port
slowest_stage=buf_4
slowest_delay_ns=0.62
critical_path.cell_chain=clkdlybuf4s50_1 > o21ai_4 > mux2i_4 > buf_4 > buf_4 > mux2i_1 > mux2i_1 > mux2_1
critPathCaptureType=flip-flop
crit_fanout=34

[clocking]
clk_latency_ns=0.49
cts_hold_buf=0
cts_resized=0
cts_inserted_buffers=22
htree_levels=1
cts-root-buf=clkbuf_16
post_cts_buffers=0
clock_path_buffers=3
cts_sinks=202
cts_tree=built
path_clk_slew_ns=0.06

[final_layout]
area_growth_pct=19.0
flop_area_sq_um=5060
largest_reg_flops=128
comb_area_sq_um=3490
nFillCells=1269
drive_gt1_share_pct=37.7
stdcell_area_sq_um=10400

[worst_hold_path]
hold_class=reg2reg
hold_depth=1

[placed_design]
place_congestion=0.744
portBuffers=69
hpwl_mm=9.19
placed_cell_area_sq_um=9630
place_ws_ns=5.94

[flow_run]
drv_cap=0
warnings=29

## power groups by stage
| stage | combinational (mW) | sequential (mW) | clock, mW |
|---|---|---|---|
| global route | 1.52 | 1.27 | 0.796 |
| CTS | 1.42 | 1.23 | 0.767 |
| finish | 1.39 | 1.23 | 0.747 |
## per-stage QoR
step	std cells	power (mW)	util, %	hold slack, ns
after floorplan	569	2.26	-	0.452
after global placement	837	2.60	57.2	0.471
after detailed placement	837	2.64	57.2	0.473
after CTS	876	3.41	61.8	0.495
after global routing	876	3.59	61.8	0.509
final	876	3.36	61.8	0.492
## routing by layer
| metal | vias to the layer above | wire length [microns] | GRT usage (%) | share of wire [%] |
|---|---|---|---|---|
| met2 | 75 | 7880 | 32.3 | 49 |
| met4 | 0 | 267 | 3.06 | 1.7 |
| li1 | 2187 | - | - | - |
| met3 | 22 | 563 | 3.01 | 3.5 |
| met5 | - | 0 | 0 | 0 |
| met1 | 2448 | 7330 | 31.8 | 46 |
## kinds of logic (layout without fill, tap and decap cells)
kind of cell             count (synthesis)  after routing
XOR/XNOR                                 5              5
AND-OR/OR-AND                            9              9
AND/OR/NAND/NOR                         15             15
buffers and inverters                   39            126
other                                    1              1
adder cells (fa/ha/maj)                  8              8
multiplexers                           290            290
flip-flops                             202            202
## placed cells by master (no fill, tap or decap)
cell,instances
nand2_2,4
nor2b_1,1
nand3_2,1
mux2_2,180
mux2i_4,2
inv_1,7
clkbuf_8,5
xnor2_2,1
buf_4,11
dfrtp_1,201
conb_1,1
mux2i_1,96
nand2_1,5
a211o_1,1
o21ai_4,1
bufinv_16,3
ha_1,6
o221ai_1,1
clkbuf_1,2
or2_2,1
xnor2_1,2
nand2b_1,1
a221oi_1,1
a21oi_1,2
nor2_1,2
clkbuf_16,23
o21ai_0,2
clkdlybuf4s50_1,68
clkinvlp_4,1
xor2_1,2
o22ai_1,1
clkinv_2,6
mux2_4,7
dfrtp_2,1
mux2_1,5
maj3_1,2
## layout make-up
cell class / count / share of cell area [%]
Clock buffer: 29 / 6.14
Timing Repair Buffer: 80 / 7.48
Inverter: 7 / 0.253
Multi-Input combinational cell: 328 / 33.6
Clock inverter: 10 / 1.23
Tap cell: 220 / 2.65
Sequential cell: 202 / 48.6
## synthesized netlist by cell type (4+ instances only)
cell type / n
buf_4: 6
dfrtp_1: 202
ha_1: 6
mux2_4: 7
inv_1: 7
nand2_1: 9
mux2i_1: 97
mux2_1: 5
mux2_2: 180
buf_1: 15
buf_6: 4
buf_2: 6
## worst max-delay path, delay by kind of cell
family          cells  cell delay [ns]
compound gates      1             0.20
buf+inv             3             1.67
mux                 4             0.99
## final timing paths
check | startpoint | end | slack, ns
max in group asynchronous | rst_n | dual_port_ram.QN[15] | 7.47
min | dual_port_ram.QN[21] | dual_port_ram.QN[21] | 0.49
min reg2reg | dual_port_ram.QN[21] | dual_port_ram.QN[21] | 0.49
min in group asynchronous | rst_n | fifo_cnt_out[0] | 1.78
max reg2reg | fifo_cnt_out[0] | dual_port_ram.QN[20] | 8.13
max | r_ready_i | dual_port_ram.QN[20] | 6.44
Power is estimated from default activity; no workload was simulated.
